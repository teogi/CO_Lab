==> flow/config.mk <==
export PLATFORM = sky130hd
export DESIGN_NAME = alu_btm
export DESIGN_NICKNAME = alu_btm
export VERILOG_FILES = /design/flow/design.v
export SDC_FILE = /design/flow/constraint.sdc
export NUM_CORES = 4
export LEC_CHECK = 1
export CORE_AREA = 10 10 70 70
export DIE_AREA = 0 0 80 80
==> flow/constraint.sdc <==
current_design alu_btm

set clk_period 2.5
set clk_io_pct 0.2

create_clock -name clk0 -period $clk_period

set non_clock_inputs [all_inputs -no_clocks]
set_input_delay [expr $clk_period * $clk_io_pct] -clock clk0 $non_clock_inputs
set_output_delay [expr $clk_period * $clk_io_pct] -clock clk0 [all_outputs]
==> flow/design.v <==
`timescale 1ns/1ps
module alu_btm(
               src1,        
               src2,        
               less,        
               A_invert,    
               B_invert,    
               cin,         
               operation,   
               result,      
               cout,        
			   set		    
               );
input         src1;
input         src2;
input         less;
input         A_invert;
input         B_invert;
input         cin;
input [2-1:0] operation;
output        result;
output        cout;
output		  set;
reg           result;
wire src1_temp,src2_temp;
assign src1_temp=A_invert?~src1:src1;
assign src2_temp=B_invert?~src2:src2;
wire sum;
assign sum = src1_temp^src2_temp^cin;
assign cout = (src1_temp&src2_temp)|(src1_temp&cin)|(src2_temp&cin);
assign set = sum;	 
always@(*)
begin
	case(operation)
		0:result <= src1_temp & src2_temp;
		1:result <= src1_temp | src2_temp;
		2:result <= sum;
		3:result <= less;
	endcase
end
endmodule
==> flow/run.sh <==
#!/bin/bash
# OpenROAD 26Q1-2900-gdf79404cd8, Yosys 0.63+post, stock flow scripts
make -C /OpenROAD-flow-scripts/flow DESIGN_CONFIG=/design/flow/config.mk WORK_HOME=/design/flow/orfs finish
==> summary.txt <==
Results of the implementation run.

The run finished with clean final reports. Sorting the Yosys area breakdown by cell type puts at the top sky130_fd_sc_hd__ha_1. The type of the most critical hold path is input pin to output pin. The critical path's slowest stage uses the library cell sky130_fd_sc_hd__mux4_2. The report counts max-capacitance violations totalling 0. The fraction of synthesized cell area taken by the top area cell type came out at 23.26%. The sequential cell count is 0. The total I/O pin count is 11.

The maximum fanout along the worst path came out at 2. For reference, the post-synthesis area per instance comes to 8.967 um2. By count the netlist is led by sky130_fd_sc_hd__inv_1, sky130_fd_sc_hd__ha_1.

For the worst setup path, the data required time is 2.00 ns. For this run, the number of Yosys warnings is 1. The most numerous cell type found on the critical path is sky130_fd_sc_hd__buf_4. The layout report lists the combined flip-flop and latch area as 0 um2.

The via-per-instance ratio is between 1.5 and 2. The sum of negative setup slack is 0 ns. In this run the vertical extent of the chip is 80 um. In this run the power density over the cells is around 220 nW/um2. STA classifies the critical path endpoint as an output pin. The iteration count of the initial detailed-routing pass came out at 1.

The area of combinational cells with multiple inputs came out at 111.4 um2. In the floorplan report the effective utilization is 3.150%. The count of antenna diodes in the layout came out at 0. Between the synthesized netlist and the finished layout, the area growth was recorded as 232.6%. The detailed router reported a total wirelength of ~480 um. The synthesized netlist has a Yosys-reported chip area of 107.6 um2. The synth_stat.txt file lists the number of cells as 12.

The share of the Yosys chip area taken by registers is 0%. The worst vdd rail ir drop came out at 0.00006602 V. Per the timing report, the achievable frequency comes out to approximately 400 MHz. The classification of the worst setup path is input pin to output pin.

The most common cell in the synthesized netlist is sky130_fd_sc_hd__inv_1. The main area contributors are sky130_fd_sc_hd__ha_1, sky130_fd_sc_hd__inv_1, sky130_fd_sc_hd__mux4_2. The total number of vias came out at 133.

STA classifies the critical path startpoint as an input pin. The overall die size recorded for this design is 6400 um2. The proportion of layout cells with a drive suffix above 1 came out at 59.38%. The non-filler instance count after layout is ~78. The final-report setup violation count came out at 0. The via count of the first global-routing pass is 139. The cell count after synthesis came out at 12. The routed wirelength normalized by instance count came out at 6.179 um.

The analysis attributes to cell leakage a power of 0.0001669 uW. Setup repair after global routing left no endpoint under its margin. The final-layout fill cell count is 410. The share of the clock period used by the worst path after layout is 97.54%. The fraction of the core area covered by cells at the end of the flow is between 10% and 20%. Entering global routing, the biggest net connects 3 pins. The number of instances in the placed design came out at roughly 71.

The number of antenna violations at the first check in global routing is 0. The number of library cell types mapped by synthesis is 6. The global-route wire length before repair came out at ~630 um. RePlAce ended its routability-driven mode at a weighted congestion of 0.6728.

Per STA, the worst path is made up of buf_6, xor2_4, inv_2, buf_4, buf_4, buf_4, buf_4, ha_1, inv_1, mux4_2, buf_2. The arrival time of the worst setup path came out at 1.94 ns. The number of hold violations in the final report came out at 0.

After legalization and detailed placement, the total HPWL measured roughly 400 um. The post-synthesis instance area is 107.6 um2. The placement report lists the number of port buffers as 11. The residual overflow from global routing came out at 0. Per the detail_route report, DRC violations left total 0. The floorplan die width came out at 80 um. The number of clock buffer instances in the layout came out at 0.

At the pin with the least slew margin, the transition time is 0.1705 ns. The initial DRC count is 0. The shortest period the worst path allows came out at around 2.4 ns.

The max-slew violation count is 0. The region available for standard cell placement spans between 3000 and 4000 um2. Global routing used 1.298% of the available tracks across all layers.

The worst slew slack as a fraction of its limit is between 80% and 90%. The stage delay of the slowest cell on the critical path came out at 0.44 ns. The detail route stage leaves a number of antenna-violating nets equal to 0. The standard-cell row count is 21. The OpenROAD warning count is 35.
==> worst max-delay path: cells and delay by family <==
family	cells	cell delay (ns)
xor+xnor	1	0.18
fa+ha+maj	1	0.12
buf+inv	8	0.69
mux	1	0.44
==> power by group <==
group          internal [uW]  switching, uW  leakage (uW)
clock                      0              0             0
sequential                 0              0             0
combinational           54.5           24.4      0.000167
total                   54.5           24.4      0.000167
==> logic make-up after synthesis <==
| group | after synthesis | synth area share (%) |
|---|---|---|
| multiplexers | 1 | 20.93 |
| buffers and inverters | 6 | 20.93 |
| XOR/XNOR | 2 | 16.28 |
| adder cells (fa/ha/maj) | 3 | 41.86 |
==> through the flow <==
stage	area, um2	hold slack (ns)	total power [uW]	setup slack [ns]
finish	357.8	1.724	78.95	0.06152
global route	357.8	1.770	85.93	0.00001776
CTS	352.8	1.737	72.72	-0.01325
detailed placement	290.3	2.093	61.83	-0.7689
global placement	290.3	2.107	61.24	-0.7583
floorplan	107.6	1.124	16.22	0.3516
==> path summary, 6_finish.rpt <==
path	start	to	cells past startpoint
worst min-delay path	operation[0]	result	3
worst max-delay path	B_invert	result	11
==> what timing repair did <==
| action | 4_1_cts | 5_1_grt |
|---|---|---|
| setup endpoints to repair | 3 | 1 |
| setup buffers | 5 | 2 |
| resized | 27 | 2 |
| pin swaps | 3 | 3 |
| hold buffers | 0 | 0 |
==> cells in the final DEF, fill, tap and decap left out, drive strengths merged <==
cell / count
inv: 6
ha: 2
clkbuf: 2
xor2: 1
buf: 12
xnor2: 1
clkdlybuf4s50: 4
dlygate4sd2: 2
mux4: 1
fa: 1
==> layer usage <==
| layer | global-route usage (%) | up-vias | wire length, um |
|---|---|---|---|
| met5 | 0 | - | 0 |
| met4 | 0 | 0 | 0 |
| met3 | 0.7955 | 0 | 74 |
| met2 | 1.846 | 8 | 168 |
| met1 | 1.733 | 53 | 239 |
| li1 | - | 72 | - |
==> area by class of cell <==
cell class	count	share of cell area, %
inverters	6	6.294
multi-input cells	6	31.12
well taps	46	16.08
repair buffers	20	46.50
No activity file was given, so power comes from the tool's default toggle rates.
