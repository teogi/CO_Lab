==> ./design.v <==
`timescale 1ns / 1ps
module ForwardUnit(
	ID_EX_RegisterRs_i,
	ID_EX_RegisterRt_i,
	EX_MEM_RegWrite_i,
	EX_MEM_RegisterRd_i,
	MEM_WB_RegWrite_i,
    MEM_WB_RegisterRd_i,
	ForwardA_o,
	ForwardB_o
);
input [5-1:0] ID_EX_RegisterRs_i;
input [5-1:0] ID_EX_RegisterRt_i;
input 		  EX_MEM_RegWrite_i;
input [5-1:0] EX_MEM_RegisterRd_i;
input 		  MEM_WB_RegWrite_i;
input [5-1:0] MEM_WB_RegisterRd_i;
output [2-1:0] ForwardA_o;
output [2-1:0] ForwardB_o;
reg [2-1:0] ForwardA_o;
reg [2-1:0] ForwardB_o;
always @(*) begin
	if ((EX_MEM_RegWrite_i & (EX_MEM_RegisterRd_i !=0)
	   & (EX_MEM_RegisterRd_i == ID_EX_RegisterRs_i)))
		ForwardA_o <= 2'b10;
	else if(MEM_WB_RegWrite_i & (MEM_WB_RegisterRd_i !=0)
		& !(EX_MEM_RegWrite_i & (EX_MEM_RegisterRd_i !=0)
		   & (EX_MEM_RegisterRd_i == ID_EX_RegisterRs_i))
		& (MEM_WB_RegisterRd_i == ID_EX_RegisterRs_i))
		ForwardA_o <=2'b01;
	else
		ForwardA_o <= 2'b00;
	if( EX_MEM_RegWrite_i & (EX_MEM_RegisterRd_i !=0)
	   & (EX_MEM_RegisterRd_i == ID_EX_RegisterRt_i))
		ForwardB_o <= 2'b10;
	else if(MEM_WB_RegWrite_i & (MEM_WB_RegisterRd_i !=0)
	   & !(EX_MEM_RegWrite_i & (EX_MEM_RegisterRd_i !=0)
		   & (EX_MEM_RegisterRd_i == ID_EX_RegisterRt_i))
	   & (MEM_WB_RegisterRd_i == ID_EX_RegisterRt_i))
		ForwardB_o <= 2'b01;
	else
		ForwardB_o <= 2'b00;
end
endmodule
==> ./run.sh <==
#!/bin/bash
# OpenROAD 26Q1-2900-gdf79404cd8, Yosys 0.63+post, stock flow scripts
make -C /OpenROAD-flow-scripts/flow DESIGN_CONFIG=/design/flow/config.mk WORK_HOME=/design/flow/orfs finish
==> ./config.mk <==
export PLATFORM = sky130hd
export DESIGN_NAME = ForwardUnit
export DESIGN_NICKNAME = ForwardUnit
export VERILOG_FILES = /design/flow/design.v
export SDC_FILE = /design/flow/constraint.sdc
export NUM_CORES = 4
export LEC_CHECK = 1
export CORE_AREA = 10 10 70 70
export DIE_AREA = 0 0 80 80
==> ./constraint.sdc <==
current_design ForwardUnit

set clk_period 3.0
set clk_io_pct 0.2

create_clock -name clk0 -period $clk_period

set non_clock_inputs [all_inputs -no_clocks]
set_input_delay [expr $clk_period * $clk_io_pct] -clock clk0 $non_clock_inputs
set_output_delay [expr $clk_period * $clk_io_pct] -clock clk0 [all_outputs]
==> results.sh <==
# flow metrics
export IMPL_logic_area_um2=264
export IMPL_diodes=0
export IMPL_netlist_top_cell_by_area="xnor2_1"
export IMPL_nClkBuffers=0
export IMPL_io_buffers=26
export IMPL_ctsHoldBuffers=0
export IMPL_period_used=0.993
export IMPL_post_cts_buffers=0
export IMPL_std_cell_rows=21
export IMPL_fin_cells=111
export IMPL_holdWs_ns=2.00
export IMPL_power_density_nw_per_um2=124
export IMPL_ys_chip_area_um2=258
export IMPL_drt_iter0_drc=4
export IMPL_log_warning_count=32
export IMPL_detail_route_antenna_nets=0
export IMPL_end_kind="output port"
export IMPL_highest_layer="met3"
export IMPL_irDropWorstVdd_mv=0.0155
export IMPL_max_cap_violations=0
export IMPL_routedWlPerCell_um=11.0
export IMPL_fin_crit_ns=2.98
export IMPL_area_leaders="xnor2_1 (54%), xor2_1 (14%), nor4_1 (9.7%)"
export IMPL_p_seq_frac=0
export IMPL_area_delta_synth_final_pct=139
export IMPL_hold_path_class="in2out"
export IMPL_switchingPower_mw=0.0278
export IMPL_start_kind="input port"
export IMPL_grt_pass1_vias=412
export IMPL_fp_util=0.0755
export IMPL_layout_drive_gt1_share=0.108
export IMPL_viasPerCell=3.35
export IMPL_place_ws_ns=-0.218
export IMPL_core_um2=3420
export IMPL_ys_warn_count=1
export IMPL_p_clk_frac=0
export IMPL_wl_met1_um=517
export IMPL_power_mw=0.0764
export IMPL_timing_slew_headroom=0.687
export IMPL_grt_pass1_wl_um=1790
export IMPL_synth_seq_share=0
export IMPL_grtUsageTotal=0.0344
export IMPL_num_fill_cells=379
export IMPL_status="finished, final reports clean"
export IMPL_placed_cells=111
export IMPL_crit_arrival_ns=2.38
export IMPL_final_seq_area_um2=0
export IMPL_dr_wl_met2_um=576
export IMPL_fin_util=0.181
export IMPL_worst_pin_slew_ns=0.466
export IMPL_synth_cells=34
export IMPL_syn_cell_area_um2=258
export IMPL_n_sequential_cell=0
export IMPL_syn_avg_cell_area_um2=7.58
export IMPL_critPathKind="in2out"
export IMPL_setup_violations_final=0
export IMPL_p_int_mw=0.0486
export IMPL_grt_ovfl_total=0
export IMPL_ioPinCount=26
export IMPL_setup_ws_ns=0.0214
export IMPL_path_max_fanout=2
export IMPL_gp_congestion=0.793
export IMPL_hold_viol=0
export IMPL_max_clock_freq_mhz=336
export IMPL_synth_distinct_cells=9
export IMPL_chip_area_um2=6400
export IMPL_num_vias=372
export IMPL_antenna_found_initial=0
export IMPL_ys_cells=34
export IMPL_required_ns=2.40
export IMPL_die_h_um=80
export IMPL_drc=0
export IMPL_top_area_frac=0.544
export IMPL_dr_wl_met3_um=126
export IMPL_power_frac_comb=1.000
export IMPL_p_leak_nw=0.200
export IMPL_drt_wl_total_um=1220
export IMPL_p_sw_frac=0.364
export IMPL_drtPass1Iterations=2
export IMPL_maxSlewViolCount=0
export IMPL_dpl_hpwl_um=1100
export IMPL_die_w_um=80
export IMPL_grt_max_degree=4
worst paths after layout:
path                   start             to  slack (ns)  depth (start not counted)
max   EX_MEM_RegisterRd_i[2]  ForwardA_o[1]        0.02                          6
min        MEM_WB_RegWrite_i  ForwardA_o[0]        2.00                          4
metal layers:
layer / vias up / global-route usage
met3: 0 / 0.00682
met4: 0 / 0
met1: 170 / 0.0422
met2: 17 / 0.0634
met5: - / 0
li1: 185 / -
synth_stat cells (all sizes together):
library cell	instances
xnor2	16
or4	2
nand4	2
nor2	1
nand2	2
nand3	2
xor2	4
nor4	4
o21ai	1
final cells by class:
cell class	instances	area share
well taps	46	0.0933
multi-input cells	34	0.428
repair buffers	31	0.479
cells in the final DEF, fill, tap and decap left out, drive strengths merged:
| master | netlist | layout |
|---|---|---|
| or4 | 2 | 2 |
| nor2 | 1 | 1 |
| o21ai | 1 | 1 |
| xnor2 | 16 | 16 |
| nand4 | 2 | 2 |
| xor2 | 4 | 4 |
| clkdlybuf4s50 | 0 | 24 |
| nor4 | 4 | 4 |
| dlygate4sd2 | 0 | 2 |
| nand3 | 2 | 2 |
| buf | 0 | 5 |
| nand2 | 2 | 2 |
worst max-delay path, stage by stage:
cell	delay, ns
clkdlybuf4s50_1	0.51
buf_4	0.13
xnor2_1	0.11
nand3_1	0.10
nor4_1	0.37
clkdlybuf4s50_1	0.56
metrics by stage:
| stage | instance area [um2] | setup TNS, ns |
|---|---|---|
| after floorplan | 258 | 0 |
| after global placement | 613 | -0.404 |
| after detailed placement | 613 | -0.411 |
| after CTS | 611 | 0 |
| after global routing | 617 | -0.0504 |
| final | 617 | 0 |
logic make-up after synthesis:
family / count (synthesis) / share of synthesized area
AND/OR/NAND/NOR: 13 / 0.286
XOR/XNOR: 20 / 0.680
AND-OR/OR-AND: 1 / 0.0340
power groups by stage:
stage     Combinational [mW]  Clock [mW]  Sequential (mW)
6_report              0.0764           0                0
5_1_grt               0.0828           0                0
4_1_cts               0.0759           0                0
timing repair:
| item | in CTS | in global routing |
|---|---|---|
| endpoints found under the hold margin | 0 | 0 |
| pin swaps | 2 | 0 |
| setup endpoints to repair | 2 | 1 |
| gates resized | 2 | 1 |
Power is estimated from default activity; no workload was simulated.
